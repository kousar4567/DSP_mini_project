==> /design/flow/config.mk <==
export PLATFORM = sky130hd
export DESIGN_NAME = fft_shift
export DESIGN_NICKNAME = fft_shift
export VERILOG_FILES = /design/flow/design.v
export SDC_FILE = /design/flow/constraint.sdc
export NUM_CORES = 4
export LEC_CHECK = 1
export CORE_UTILIZATION = 40
==> /design/flow/constraint.sdc <==
current_design fft_shift

set clk_period 84.6
set clk_io_pct 0.2

create_clock -name clk0 -period $clk_period [get_ports {clk}]

set non_clock_inputs [all_inputs -no_clocks]
set_input_delay [expr $clk_period * $clk_io_pct] -clock clk0 $non_clock_inputs
set_output_delay [expr $clk_period * $clk_io_pct] -clock clk0 [all_outputs]
==> /design/flow/design.v <==
module fft_shift(
	input clk,
	input rst,
	input signed[31:0] data_in,
	input valid_in,
	output reg ready_out,
	output signed[31:0] data_out,
	output reg valid_out,
	input ready_in
);
localparam N=128;
localparam M=62;
localparam N_M=N-M-1;
reg [3:0] current_state, next_state;
reg [6:0] write_add;
reg [6:0] read_add;
reg [6:0] rev_addr;
reg signed [31:0] BRAM[N-1:0];
integer i;
localparam [3:0]
    LOWER_BAND   = 4'b0000,
    DC			 = 4'b0001,
    UPPER_BAND   = 4'b0010,
    WAIT		 = 4'b0011;
    always @(posedge clk) begin
        if (rst)
            current_state <= LOWER_BAND;
        else
            current_state <= next_state;
    end
	always@(*) begin
	case (current_state)
		LOWER_BAND:next_state=(write_add==N-1)?DC:LOWER_BAND;
		DC	  	  :next_state=UPPER_BAND;
		UPPER_BAND:next_state=(write_add==(M>>1)-1) ?WAIT:UPPER_BAND;
		WAIT	  :next_state=(read_add==N-1)?LOWER_BAND:WAIT;
	endcase
end
always@(posedge clk) begin
	if (rst) begin
		write_add<=(M>>1)+N_M+1;
		 for (i = 0; i <N ; i = i + 1) begin
			BRAM[i]<=0;
		end
	end
	else if (ready_out && valid_in) begin
		case (current_state)
			LOWER_BAND:begin
					BRAM[write_add]<=data_in;
					write_add<=write_add+1;
				end
			DC	  :write_add<=0;
			UPPER_BAND:begin
					BRAM[write_add]<=data_in;
					write_add<=write_add+1;
				end
			WAIT	  :write_add<=(M>>1)+N_M+1;
		endcase
	   end
	else begin
		write_add<=(write_add==(M>>1))?(M>>1)+N_M+1:write_add;
		end
end
 always@(posedge clk) begin
  if (rst) begin
		valid_out<=0;
  end
  else if (write_add==M>>1) begin
		valid_out<=1;
  end
  else if (read_add>=N-1) valid_out<=0;
  else valid_out<=valid_out;
  end
  always@(posedge clk) begin
  if (rst) begin
		read_add<=0;
  end
  else if (valid_out && ready_in) begin
  		read_add<=(read_add>=N-1)?0:read_add+1;
  end
  else read_add<=read_add;
  end
	always @(*) begin
		rev_addr = {read_add[0],read_add[1],read_add[2],read_add[3],read_add[4],read_add[5],read_add[6]};
	end
  assign data_out=BRAM[rev_addr];
always@(posedge clk) begin
	if (rst) ready_out<=0;
	else if (valid_in) ready_out<=1;
	else ready_out<=0;
end
endmodule
==> /design/flow/run.sh <==
#!/bin/bash
# OpenROAD 26Q1-2900-gdf79404cd8, Yosys 0.63+post, stock flow scripts
make -C /OpenROAD-flow-scripts/flow DESIGN_CONFIG=/design/flow/config.mk WORK_HOME=/design/flow/orfs finish
==> qor.txt <==
Status - finished clean
Synth Warn # - 1
Fp_density - 0.402
Peak VDD IR - 0.0198 mV
Core area - 464000 sq um
Top cell family by delay on the critical path - buffers and inverters
Endpoints left unconstrained - 2
GPL Wtd Cong - 0.882
Type of destination of the critical path - primary output
P_leak - 0.0697 uW
Tightest Hold Check Type - reg2reg
Combinational Power Share - 0.042
Vias per std cell - 5.58
Crit. path cell count - 10
Top cell excl fill/tap - and2_1
Count of library flops with an enable pin - 4096
CTS Buf Count - 428
Wire length per cell - 32.7 um
Post-synth top area cell - edfxtp_1
Vias in the first global route - 108000
Flops out of synthesis - 4123
Register pins left without a clock - 2
Gr ovfl total - 0
Die x size - 684 um
Area growth syn-to-layout - 12.4%
Tally of OpenROAD warnings - 26
CP peak stage delay - 0.68 ns
Most frequent CP cell - buf_4
Yosys cell types - 42
CP max stage cell - buf_4
Area leader share - 0.660
Post-synthesis cell count - 11200
Post-CTS setup buffer count - 0
CTS tree - yes
Final Critical Period - 24.24 ns
Clk buf depth - 4
Hold Crit Depth - 2
Die area - 468000 sq um
Cts repair resizes - 0
DRT Pass-1 Iters - 6
Pwr/cell area - 21.1 nW/um^2
Ports - 70
CP bufs+invs - 6
Sequential power share - 0.533
Post-synth area hogs - edfxtp_1 66%, mux4_2 16%, and2_1 14%
Synth Area per Inst - 16.7 sq um
Final ANT Viol Nets - 0
FMAX - 41.3 MHz
Internal cell power - 3450 uW
Share of cells above drive strength 1 - 0.240
Placement Rows - 250
CP Class - reg2out
Arr. time, crit path - 7.32 ns
Pre-CTS setup slack - 61.40 ns
RSZ-0062 raised after global routing - false
Slew Viols, Final - 0
Fraction of registers with async set/reset - 0
Root buffer cell - clkbuf_16
Setup WS post-layout - 60.36 ns
H-tree levels - 5
TNS Setup - 0 ns
Clk slew on worst S/H paths - 0.06 ns
Top_reg_cell synth - edfxtp_1
Synthesized cell area - 186000 sq um
P_sw - 957 uW
Pin count of the biggest net entering global routing - 91
Worst-Margin Slew - 0.887 ns
DR vias - 98000
Fin Clk Skew - 0.0768 ns
Fin crit share - 0.287
Die height - 684 um
Worst r2r path cells - 6
# port buffers - 69
YS chip area - 186000 sq um
Post-route DRC violation count - 0
Detailed Route Iter0 Violations - 6112
DP HPWL - 313000 um
Clock Latency Late Sink - 1.00 ns
Clock network power share - 0.425
Final Hold Vio Count - 0
Antenna violations before repair - 75
Switching Share - 0.217
CP max FO - 44
Hold Buf Count CTS - 0
Worst path cell trace - buf_4, buf_4, buf_4, buf_4, buf_4, mux4_2, mux4_2, mux4_2, mux2_2, clkdlybuf4s50_1
First-pass GRT wire length - 807000 um
CP Launch Type - flop
GRT Overall Usage - 0.270
WP data required - 67.68 ns
Max transition margin - 0.409
# setup viols final - 0
Yosys Instances - 11200
WL final - 574000 um
Most frequent cells in the layout - 4098 x and2_1, 4096 x edfxtp_1, 1344 x mux4_2
Max-cap viol count - 0
-- power groups by stage --
| stage | logic (uW) | registers [uW] | clock network, uW |
|---|---|---|---|
| 5_1_grt | 194 | 2360 | 1970 |
| 4_1_cts | 183 | 2350 | 1900 |
| 6_report | 185 | 2350 | 1870 |
-- per-stage QoR --
step / instance area, sq um / std cells / hold slack, ns / power [uW] / utilization
finish: 209000 / 17600 / 0.516 / 4410 / 0.451
CTS: 209000 / 17400 / 0.518 / 4430 / 0.451
detailed placement: 195000 / 16600 / 0.502 / 2570 / 0.421
global route: 209000 / 17500 / 0.541 / 4520 / 0.451
global placement: 195000 / 16600 / 0.499 / 2570 / 0.421
floorplan: 186000 / 11200 / 0.465 / 2480 / -
-- tightest hold or removal path, stage by stage (launching register included) --
cell     delay, ns
dfxtp_1       0.34
nand2_1       0.06
a21oi_1       0.07
-- sequential cells by signal, indices dropped and copies added, names as in the netlist, named ones only --
name / cells
BRAM: 4096
read_add: 7
write_add: 7
current_state: 2
next_state: 2
ready_out: 1
valid_out: 1
-- layer usage --
metal / vias up / share of wire / global-route usage / wire [um]
met4: 76 / 0.045 / 0.0926 / 25700
li1: 41000 / - / - / -
met5: - / 0.0024 / 0.0370 / 1390
met2: 7569 / 0.46 / 0.385 / 263000
met3: 1259 / 0.21 / 0.247 / 120000
met1: 48000 / 0.29 / 0.279 / 165000
-- worst paths after layout --
| kind | to | slack (ns) | startpoint |
|---|---|---|---|
| max | data_out[18] | 60.36 | flop |
| min | flop | 0.52 | read_add[1] |
| min reg2reg | flop | 0.52 | read_add[1] |
| max reg2reg | BRAM[117][7] | 80.28 | ready_out |
-- logic make-up (layout without fill, tap and decap cells) --
family          Yosys count  after routing  share of synthesized area
simple gates           4317           4317                      0.143
flops                  4121           4121                      0.663
mux                    1376           1376                      0.164
buf+inv                1200           1289                     0.0250
compound gates          150            150                    0.00421
xor+xnor                  5              5                   0.000235
fa+ha+maj                 2              2                   0.000134
latches                   2              2                   0.000161
other cells               1            125                  0.0000201
-- synth_stat cells (all sizes together), types with 4 or more instances --
| library cell | n |
|---|---|
| a21oi | 7 |
| and2 | 4098 |
| buf | 140 |
| clkbuf | 1056 |
| dfxtp | 25 |
| edfxtp | 4096 |
| inv | 4 |
| mux2 | 32 |
| mux4 | 1344 |
| nand2 | 25 |
| nand3 | 19 |
| nand4 | 4 |
| nor2 | 143 |
| nor2b | 7 |
| nor3 | 5 |
| o21ai | 131 |
-- final cells by class --
| class | instances | area, sq um |
|---|---|---|
| Antenna cell | 123 | 308 |
| Clock buffer | 524 | 11200 |
| Clock inverter | 266 | 2630 |
| Fill cell | 38000 | 254000 |
| Inverter | 4 | 22.5 |
| Multi-Input combinational cell | 5852 | 59800 |
| Sequential cell | 4123 | 124000 |
| Tap cell | 6174 | 7720 |
| Timing Repair Buffer | 495 | 3950 |
Power and IR drop assume default switching activity.
